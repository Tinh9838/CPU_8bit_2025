`flow/config.mk`:
```
export PLATFORM = sky130hd
export DESIGN_NAME = uart
export DESIGN_NICKNAME = uart
export VERILOG_FILES = /design/flow/design.v
export SDC_FILE = /design/flow/constraint.sdc
export NUM_CORES = 4
export LEC_CHECK = 1
export CORE_UTILIZATION = 50
```
`flow/constraint.sdc`:
```
current_design uart

set clk_period 3.8
set clk_io_pct 0.2

create_clock -name clk0 -period $clk_period [get_ports {clk}]

set non_clock_inputs [all_inputs -no_clocks]
set_input_delay [expr $clk_period * $clk_io_pct] -clock clk0 $non_clock_inputs
set_output_delay [expr $clk_period * $clk_io_pct] -clock clk0 [all_outputs]
```
`flow/design.v`:
```
module uart #(
    parameter CLK_FREQ = 100_000_000,     
    parameter BAUD_RATE = 9600
)(
    input  wire       clk,
    input  wire       rst,
    input  wire [7:0] tx_data,
    input  wire       tx_start,
    output reg        tx_busy,
    output wire       tx,
    output reg  [7:0] rx_data,
    output reg        rx_ready,
    input  wire       rx
);
    localparam BAUD_DIV = CLK_FREQ / BAUD_RATE;
    reg [15:0] baud_cnt = 0;
    reg        baud_tick = 0;
    always @(posedge clk or posedge rst) begin
        if (rst) begin
            baud_cnt  <= 0;
            baud_tick <= 0;
        end else begin
            if (baud_cnt == BAUD_DIV/2) begin
                baud_cnt  <= 0;
                baud_tick <= 1;
            end else begin
                baud_cnt  <= baud_cnt + 1;
                baud_tick <= 0;
            end
        end
    end
    reg [3:0] tx_bit_cnt = 0;
    reg [9:0] tx_shift = 10'b1111111111;
    assign tx = tx_shift[0];
    always @(posedge clk or posedge rst) begin
        if (rst) begin
            tx_shift   <= 10'b1111111111;
            tx_bit_cnt <= 0;
            tx_busy    <= 0;
        end else begin
            if (!tx_busy && tx_start) begin
                tx_shift   <= {1'b1, tx_data, 1'b0};  
                tx_bit_cnt <= 0;
                tx_busy    <= 1;
            end else if (tx_busy && baud_tick) begin
                tx_shift <= {1'b1, tx_shift[9:1]};
                tx_bit_cnt <= tx_bit_cnt + 1;
                if (tx_bit_cnt == 9) begin
                    tx_busy <= 0;
                end
            end
        end
    end
    reg [3:0] rx_bit_cnt = 0;
    reg [7:0] rx_shift = 0;
    reg [15:0] rx_clk_cnt = 0;
    reg        rx_sampling = 0;
    reg        rx_prev = 1;
    always @(posedge clk or posedge rst) begin
        if (rst) begin
            rx_ready     <= 0;
            rx_sampling  <= 0;
            rx_clk_cnt   <= 0;
            rx_bit_cnt   <= 0;
            rx_shift     <= 0;
        end else begin
            rx_ready <= 0;   
            if (!rx_sampling) begin
                if (rx_prev == 1 && rx == 0) begin
                    rx_sampling <= 1;
                    rx_clk_cnt  <= BAUD_DIV + (BAUD_DIV / 2);  
                    rx_bit_cnt  <= 0;
                end
            end else begin
                if (rx_clk_cnt == 0) begin
                    rx_clk_cnt <= BAUD_DIV;
                    rx_bit_cnt <= rx_bit_cnt + 1;
                    if (rx_bit_cnt < 8) begin
                        rx_shift <= {rx[0], rx_shift[7:1]};
                    end
                    if (rx_bit_cnt == 8) begin
                        rx_data <= rx_shift;
                        rx_ready <= 1;
                        rx_sampling <= 0;
                    end
                end else begin
                    rx_clk_cnt <= rx_clk_cnt - 1;
                end
            end
            rx_prev <= rx;
        end
    end
endmodule
```
`flow/run.sh`:
```
#!/bin/bash
# OpenROAD 26Q1-2900-gdf79404cd8, Yosys 0.63+post, stock flow scripts
make -C /OpenROAD-flow-scripts/flow DESIGN_CONFIG=/design/flow/config.mk WORK_HOME=/design/flow/orfs finish
```
==> flow_metrics.tcl <==
# flow metrics
set metrics [dict create \
    clock_latency_ns 0.33 \
    via_per_inst 5.54 \
    grt_use_met2_pct 25.4 \
    drc 0 \
    place_congestion 0.846 \
    maxCapViolations 0 \
    grt.overflow.total 0 \
    power_leakage_nw 1.63 \
    rsz0062_at_grt "false" \
    yosys_warnings 1 \
    fp-utilization_pct 52.7 \
    worst-slew-pin-transition_ns 0.798 \
    comb_area_um2 1520 \
    vias 2255 \
    dr.pass1.iters 12 \
    grt_use_met3_pct 3.69 \
    drt_iter0_drc 97 \
    first_global_vias 2151 \
    ant_nets 0 \
    num-fill-cells 509 \
    num_rows 29 \
    clk_pin_slew_ns 0.07 \
    warnings 29 \
    clock-skew-final_ns 0.00849 \
    grt_pass1_wl_um 10200 \
    crit_fanout 11 \
    reg2regPathDepth 4 \
    crit_family "simple AND/OR/NAND/NOR gates" \
    ys_seq_share_pct 52.8 \
    end_kind "register" \
    period_used_pct 70.2 \
    port_buffers 22 \
    final_common_cell "dfrtp_1" \
    cts_buffers 9 \
    dieArea_um2 7180 \
    yosysChipArea_um2 3420 \
    crit_type "reg -> reg" \
    slowest_stage "or4_1" \
    powerDensity_nw_per_um2 459 \
    area_growth_pct 14.3 \
    cts_buffer_depth 2 \
    grt_use_total_pct 18.5 \
    htreeDepth 3 \
    antenna_cells 0 \
    vdd_drop_max_uv 291 \
    synth-seq-cells 70 \
    hp-class "reg -> reg" \
    max_freq_ghz 0.375 \
    place_area_um2 3710 \
    yosys_cells 303 \
    syn_avg_cell_area_um2 11.3 \
    clockRootBuffer "clkbuf_8" \
    die_w_um 84.7 \
    edf_count 9 \
    power.total_w 0.00180 \
    drive_above_1_share_pct 14.2 \
    netlist_instances 303 \
    io_pins 23 \
    syn_area_um2 3420 \
    die.size.y_um 84.7 \
    synth-main-ff-cell "dfrtp_1" \
    ctsHoldBuffers 0 \
    crit_arrival_ns 2.88 \
    setup_tns_ns 0 \
    grtUsageMet1_pct 33.2 \
    path_common_cell "or4_1" \
    postCtsSetupBuffers 0 \
    hold_viol 0 \
    cts.sinks 70 \
    cp.depth 4 \
    slowest_delay_ns 0.69 \
    design_area_um2 3910 \
    hpwl_um 3860 \
    final-seq-area_um2 1810 \
    avgRoutedWirePerCell_um 14.5 \
    async_reset_ff_share_pct 87.1 \
    most-common-layout-cells "dfrtp_1 (52), clkdlybuf4s50_1 (22), nand2_1 (21), nor2_1 (13), nor2b_1 (13)" \
    crit_buf_inv 0 \
    grt_busiest_layer "met1" \
    maxSlewViolCount 0 \
    grt_max_degree 33 \
    cts_resized 0 \
    holdPathStages 0 \
    path_cells "or4_1 > or2_1 > or4_1 > mux2_4" \
    status "finished, final reports clean" \
    antenna_found_initial 0 \
    slew-limit-headroom_pct 46.8 \
    final-setup-viol-count 0 \
    core_area_um2 6490 \
    required_ns 4.01 \
    synth_cell_types 53 \
    cts_tree "yes" \
    worstSetupStartpointType "register" \
    wl_um 5900 \
    fin_crit_ns 2.67 \
]
[power breakdown]
group	leakage [nW]	switching [W]	total, W	internal (W)
Sequential	0.853	0.0000927	0.000942	0.000849
Combinational	0.670	0.000109	0.000232	0.000123
Clock	0.105	0.000257	0.000623	0.000366
[Yosys cell counts, types with 2 or more instances]
master	instances	area, um2
o21ai_0	6	30.0
ha_1	7	87.6
mux2_2	4	45.0
buf_1	2	7.51
a221o_1	2	20.0
inv_1	9	33.8
xor2_1	6	52.6
xnor2_1	11	96.3
a22o_1	3	26.3
or4_1	6	45.0
or3_1	4	25.0
nor3_1	5	25.0
a21o_1	4	30.0
nor2_1	13	48.8
dfrtp_1	52	1300
a21oi_1	11	55.1
nand2_1	21	78.8
and2_1	3	18.8
nand2b_1	6	37.5
clkbuf_1	11	41.3
o311ai_0	2	17.5
mux2_4	8	120
nand4_1	3	18.8
nand3_1	11	55.1
and3_1	2	12.5
nand3b_1	2	15.0
o41ai_1	2	17.5
nor2b_1	13	81.3
dfstp_2	9	236
o211ai_1	3	22.5
o31ai_1	3	22.5
or4b_2	4	40.0
edfxtp_1	9	270
a2111oi_0	2	17.5
or2_2	3	18.8
and4_1	3	26.3
nor4_1	5	31.3
mux2i_1	11	110
a211oi_1	8	60.1
[final cells by class]
| cell class | instances | area share, % |
|---|---|---|
| Clock inverter | 5 | 1.89 |
| Inverter | 9 | 0.863 |
| Sequential cell | 70 | 46.2 |
| Clock buffer | 11 | 3.36 |
| Timing Repair Buffer | 26 | 6.39 |
| Tap cell | 77 | 2.46 |
| Multi-Input combinational cell | 209 | 38.8 |
[final timing paths]
path | slack [ns] | end | startpoint
worst max-delay path | 1.13 | rx_shift[4] | rx_clk_cnt[9]
worst min-delay path | 0.46 | rx_data[0] | rx_shift[0]
max in group asynchronous | 2.62 | tx_shift[3] | rst
worst max register to register | 1.13 | rx_shift[4] | rx_clk_cnt[9]
min in group asynchronous | 0.85 | rx_ready | rst
worst min register to register | 0.46 | rx_data[0] | rx_shift[0]
[worst register-to-register path, delay by kind of cell (launching register included)]
family | cells | cell delay [ns]
muxes | 1 | 0.39
and+or+nand+nor | 3 | 1.75
DFF | 1 | 0.41
[metal layers]
metal / vias to the layer above / share of wire, %
li1: 1151 / -
met1: 1058 / 54
met2: 41 / 42
met3: 5 / 3.4
met4: 0 / 0.85
met5: - / 0
[through the flow]
step | hold WS [ns] | setup WS (ns) | cells | utilization, %
after CTS | 0.460 | 1.13 | 407 | 60.3
after global routing | 0.496 | 1.01 | 407 | 60.3
after global placement | 0.447 | 1.20 | 391 | 57.1
after floorplan | 0.425 | 0.982 | 303 | -
final | 0.455 | 1.13 | 407 | 60.3
after detailed placement | 0.441 | 1.15 | 391 | 57.1
[sequential cells by signal, indices dropped and copies added (netlist names)]
signal / count
rx_clk_cnt: 16
rx_bit_cnt: 4
baud_tick: 1
tx_shift: 9
rx_data: 8
baud_cnt: 16
tx_bit_cnt: 4
tx_busy: 1
rx_prev: 1
rx_sampling: 1
rx_shift: 8
rx_ready: 1
[cells by family after synthesis]
kind of cell             after synthesis  synth area share [%]
buffers and inverters                 24                  2.78
AND-OR/OR-AND                         51                  10.6
multiplexers                          23                  8.04
XOR/XNOR                              17                  4.35
flip-flops                            70                  52.8
adder cells (fa/ha/maj)                7                  2.56
AND/OR/NAND/NOR                      111                  18.9
Power is estimated from default activity; no workload was simulated.
