==> ./design.v <==
module ram (
    input  wire        clk,              
    input  wire [7:0]  addr,             
    input  wire        we,               
    input  wire        re,               
    input  wire [7:0]  data_in,          
    output reg  [7:0]  data_out          
);
    reg [7:0] memory [0:255];
    always @(posedge clk) begin
        if (we) begin
            memory[addr] <= data_in;        
        end
        if (re) begin
            data_out <= memory[addr];       
        end
    end
endmodule
==> ./run.sh <==
#!/bin/bash
# OpenROAD 26Q1-2900-gdf79404cd8, Yosys 0.63+post, stock flow scripts
make -C /OpenROAD-flow-scripts/flow DESIGN_CONFIG=/design/flow/config.mk WORK_HOME=/design/flow/orfs finish
==> ./config.mk <==
export PLATFORM = sky130hd
export DESIGN_NAME = ram
export DESIGN_NICKNAME = ram
export VERILOG_FILES = /design/flow/design.v
export SDC_FILE = /design/flow/constraint.sdc
export NUM_CORES = 4
export LEC_CHECK = 1
export CORE_UTILIZATION = 50
==> ./constraint.sdc <==
current_design ram

set clk_period 20.1
set clk_io_pct 0.2

create_clock -name clk0 -period $clk_period [get_ports {clk}]

set non_clock_inputs [all_inputs -no_clocks]
set_input_delay [expr $clk_period * $clk_io_pct] -clock clk0 $non_clock_inputs
set_output_delay [expr $clk_period * $clk_io_pct] -clock clk0 [all_outputs]
==> flow_metrics.py <==
# Physical implementation metrics
metrics = {
    "outcome": {
        "status": "finished, final reports clean",
    },
    "clock_tree": {
        "clock.latency.late_pin_ns": 0.83,
        "tritoncts": "built",
        "numCtsBuffers": 200,
        "clk_path_buf_depth": 3,
        "path_clk_slew_ns": 0.06,
        "cts_sinks": 2056,
        "cts_resized": 0,
        "post-cts-setup-buffer-count": 0,
        "ctsHoldBuffers": 0,
        "cts_root_buf": "clkbuf_16",
        "htree_levels": 4,
    },
    "drt": {
        "drtIter0Drc": 2334,
        "drc": 0,
        "firstDrtPassIters": 5,
        "routed_via_density": 6.224,
        "postRouteAntennaNets": 0,
        "wirelength_um": 185800,
        "wl_per_cell_um": 31.39,
        "vias": 36831,
    },
    "grt": {
        "grt_max_degree": 133,
        "grt_pass1_wl_um": 275000,
        "grt_overflow": 0,
        "grt_usage_pct": 27.33,
        "grt_pass1_vias": 42207,
        "antenna_found_initial": 2,
    },
    "hold_path": {
        "whs_path_depth": 5,
        "hold_path.startpoint": "memory[130][6]",
        "hold_class": "register to register",
        "worstHoldEndpoint": "data_out[6]",
    },
    "worst_setup_path": {
        "cp-end-kind": "register",
        "worstPathRequired_ns": 20.61,
        "cp-start-kind": "input port",
        "slowest_stage": "o41ai_1",
        "r2r_slack_ns": 17.07,
        "r2r-start": "memory[123][4]",
        "worstSetupPathType": "input port to register",
        "path_max_fanout": 77,
        "crit_chain": "buf_8 -> buf_12 -> buf_4 -> buf_4 -> buf_4 -> mux4_2 -> a22oi_1 -> a21oi_1 -> o41ai_1 -> buf_4 -> nand4_1",
        "critPathMaxStageDelay_ns": 0.71,
        "worst-r2r-cell-count": 6,
        "crit_top_cell": "buf_4",
        "crit_arrival_ns": 9.11,
        "reg2reg_to": "data_out[4]",
    },
    "cells_and_area": {
        "n_fill_cell": 11085,
        "area_delta_synth_final_pct": 12.03,
        "layout-drive-gt1-share_pct": 24.83,
    },
    "placement": {
        "gp_congestion": 0.8831,
        "dp.final_hpwl_um": 111300,
        "port-buffer-count": 26,
    },
    "yosys": {
        "yosysSeqAreaShare_pct": 78.58,
        "syn_avg_cell_area_um2": 22.15,
        "ys_types": 21,
        "synth_warnings": 1,
        "edf_count": 2056,
        "synth_area_um2": 78570,
        "ys.flop_type": "edfxtp_1",
        "yosys-stat-area_um2": 78570,
        "yosys_cells": 3547,
        "synth_flops": 2056,
        "postSynthCellCount": 3547,
        "async_flop_share_pct": 0,
    },
    "floorplanning": {
        "initCoreUtil_pct": 50.36,
        "fp.dieH_um": 398.4,
        "io_pins": 27,
        "num_rows": 145,
        "die-area_um2": 158700,
        "core_um2": 156000,
        "die_width_um": 398.4,
    },
    "final_timing": {
        "clock.fmax_mhz": 116.3,
        "fin_crit_sh_pct": 42.77,
        "fin_worst_skew_ns": 0.01808,
        "max-slew-margin-rel_pct": 23.06,
        "worst_slew_pin_slew_ns": 1.139,
        "post-route-min-period_ns": 8.597,
        "slew_viol_final": 0,
        "finalSetupTns_ns": 0,
        "hold-worst-slack_ns": 1.010,
        "grt_setup_unrepaired": "no",
        "finalSetupViolCount": 0,
        "finalHoldViolations": 0,
    },
    "power": {
        "leakagePower_nw": 26.65,
        "peakVddDrop_mv": 0.08537,
        "power_density_nw_per_um2": 99.78,
    },
    "flow_run": {
        "maxCapViolCount": 0,
        "warning_count": 32,
    },
}
## synthesized netlist by cell type, types with 3 or more instances
| cell | count | area (um^2) |
|---|---|---|
| edfxtp_1 | 2056 | 61740 |
| nand3_1 | 13 | 65.06 |
| nor2b_1 | 7 | 43.79 |
| buf_1 | 19 | 71.32 |
| buf_4 | 16 | 120.1 |
| o41ai_1 | 32 | 280.3 |
| nand2b_1 | 6 | 37.54 |
| nand4_1 | 8 | 50.05 |
| clkbuf_1 | 145 | 544.3 |
| buf_6 | 16 | 180.2 |
| nand2_1 | 28 | 105.1 |
| nor2_1 | 232 | 870.8 |
| buf_2 | 36 | 180.2 |
| a21oi_1 | 128 | 640.6 |
| a22oi_1 | 256 | 1922 |
| nor3_1 | 30 | 150.1 |
| mux4_2 | 512 | 11530 |
| and2_1 | 3 | 18.77 |
## per-layer routing
layer | vias up | GRT usage (%) | share of wire (%) | wire (um)
met5 | - | 1.725 | 0.22 | 404
met4 | 12 | 5.727 | 2.8 | 5133
met3 | 289 | 21.74 | 18 | 32800
met2 | 2368 | 38.75 | 47 | 88210
met1 | 18755 | 35.35 | 32 | 59250
li1 | 15407 | - | - | -
## how the worst max path moves through the flow
stage | end | start | slack (ns)
CTS | data_out[4] | addr[0] | 11.37
global route | data_out[4] | addr[0] | 11.12
finish | data_out[4] | addr[0] | 11.50
## cell type report
type / instances / area [um^2] / share of cell area (%)
Clock inverter: 112 / 1144 / 1.299
Multi-Input combinational cell: 1258 / 15790 / 17.94
Tap cell: 2058 / 2575 / 2.925
Timing Repair Buffer: 176 / 1489 / 1.692
Antenna cell: 2 / 5.005 / 0.005686
Inverter: 1 / 3.754 / 0.004264
Clock buffer: 255 / 5275 / 5.993
Sequential cell: 2056 / 61740 / 70.14
## power by group
part | total [W] | leakage [nW] | internal (W) | switching, W
clock network | 0.00366 | 3.10 | 0.00212 | 0.00154
logic | 0.000388 | 5.07 | 0.000134 | 0.000254
registers | 0.00473 | 18.5 | 0.00473 | 0.00000408
total | 0.00878 | 26.7 | 0.00698 | 0.00180
## flip-flops by register name, summed over array words and instances (netlist names)
name,flops
data_out,8
memory,2048
## logic make-up (layout without fill, tap and decap cells)
family	count (synthesis)	in the layout	share of synthesized area [%]
compound gates	416	416	3.618
mux	512	512	14.68
buf+inv	233	544	1.400
simple gates	330	330	1.731
flops	2056	2056	78.58
other cells	0	2	0
## layout by cell type, fill, tap and decap left out, types with 4 or more instances in the layout
cell type and count:
nor3_1 30, clkinv_2 30, inv_6 5, clkdlybuf4s50_1 16, a21oi_1 128, clkbuf_8 8, nand2_1 28, clkbuf_16 203
nor2b_1 5, o41ai_1 28, nor2_1 231, nand3_1 13, bufinv_16 21, buf_4 145, clkbuf_1 52, nand4_1 8
clkinv_1 40, mux4_2 512, buf_12 5, a22oi_1 256, clkinvlp_4 11, nand2b_1 5, edfxtp_1 2056, o41ai_2 4
## worst max-delay path: cells and delay by family
kind | cells | cell delay, ns
AND/OR/NAND/NOR | 1 | 0.10
AND-OR/OR-AND | 3 | 1.15
buffers and inverters | 6 | 3.03
multiplexers | 1 | 0.60
## metrics by stage
stage | area, um^2 | worst slack [ns] | total power, W | util [%] | cells
5_1_grt | 88020 | 11.12 | 0.009034 | 56.41 | 5916
4_1_cts | 88020 | 11.37 | 0.008852 | 56.41 | 5916
2_1_floorplan | 78570 | 13.86 | 0.005031 | - | 3547
3_3_place_gp | 81600 | 10.49 | 0.005210 | 52.30 | 5549
3_5_place_dp | 81600 | 10.49 | 0.005217 | 52.30 | 5549
6_report | 88020 | 11.50 | 0.008783 | 56.42 | 5918
Power and IR drop assume default switching activity.
