File: design.v
module register_file #(
    parameter REG_WIDTH = 8,
    parameter REG_COUNT = 8
)(
    input  wire                  clk,
    input  wire                  rst,
    input  wire                  we,          
    input  wire [$clog2(REG_COUNT)-1:0] wr_addr,    
    input  wire [$clog2(REG_COUNT)-1:0] rd_addr1,   
    input  wire [$clog2(REG_COUNT)-1:0] rd_addr2,   
    input  wire [REG_WIDTH-1:0]  wr_data,     
    output wire [REG_WIDTH-1:0]  rd_data1,    
    output wire [REG_WIDTH-1:0]  rd_data2     
);
    reg [REG_WIDTH-1:0] registers [0:REG_COUNT-1];
    integer i;
    always @(posedge clk) begin
        if (rst) begin
            for (i = 0; i < REG_COUNT; i = i + 1)
                registers[i] <= 0;
        end else if (we) begin
            registers[wr_addr] <= wr_data;
        end
    end
    assign rd_data1 = registers[rd_addr1];
    assign rd_data2 = registers[rd_addr2];
endmodule
File: run.sh
#!/bin/bash
# OpenROAD 26Q1-2900-gdf79404cd8, Yosys 0.63+post, stock flow scripts
make -C /OpenROAD-flow-scripts/flow DESIGN_CONFIG=/design/flow/config.mk WORK_HOME=/design/flow/orfs finish
File: config.mk
export PLATFORM = sky130hd
export DESIGN_NAME = register_file
export DESIGN_NICKNAME = register_file
export VERILOG_FILES = /design/flow/design.v
export SDC_FILE = /design/flow/constraint.sdc
export NUM_CORES = 4
export LEC_CHECK = 1
export CORE_UTILIZATION = 30
File: constraint.sdc
current_design register_file

set clk_period 3.4
set clk_io_pct 0.2

create_clock -name clk0 -period $clk_period [get_ports {clk}]

set non_clock_inputs [all_inputs -no_clocks]
set_input_delay [expr $clk_period * $clk_io_pct] -clock clk0 $non_clock_inputs
set_output_delay [expr $clk_period * $clk_io_pct] -clock clk0 [all_outputs]
==> flow_metrics.tcl <==
# flow metrics
set metrics [dict create \
    routed_via_density 5.214 \
    p_leak_nw 1.504 \
    hp-class "in2reg" \
    whs_path_depth 3 \
    critPathMaxFanout 16 \
    tightest_slew_ns 0.8129 \
    cts_tree "yes" \
    ant_nets 0 \
    postSynthAreaPerCell_um2 15.97 \
    rsz0062_at_grt "false" \
    path_class "in2out" \
    core_area_um2 11470 \
    dr_total_vias 2143 \
    fillers 1028 \
    powerDensity_nw_per_um2 492.5 \
    synth.ff_latch_count 64 \
    reg_top3 "registers: 64 flops" \
    place_congestion 0.8192 \
    place_area_um2 4073 \
    yosys-stat-cells 222 \
    final_area_um2 4463 \
    cts.sinks 64 \
    setup.worst_path.start_class "input pin" \
    synth_cells 222 \
    ys_warn_count 1 \
    maxSlewHeadroom 0.4581 \
    chip_area_um2 12250 \
    numCtsBuffers 9 \
    first_pass_iters 4 \
    fp_util 0.3091 \
    hpwl_um 5173 \
    end_kind "primary output" \
    grt_usage 0.1372 \
    post-route-min-period_ns 3.067 \
    io_pins 36 \
    setup_viol 0 \
    antenna_cells 0 \
    synth_cell_types 17 \
    drt-total-wl_um 8064 \
    cap_viol_max_count 0 \
    warnings 25 \
    arrival_ns 2.39 \
    grt_pass1_vias 2246 \
    largest_reg_flops 64 \
    route.detailed.drc 0 \
    fmax_mhz 326.1 \
    synth_area_um2 3545 \
    grt_max_degree 24 \
    rows 39 \
    fp.dieH_um 110.7 \
    yosys.stat.seqShare 0.5422 \
    cts-root-buf "clkbuf_16" \
    top_register "registers" \
    finalClockPeriodUsage 0.9020 \
    dieWidth_um 110.7 \
    fin_util 0.3892 \
    antenna_found_initial 0 \
    outcome "finished, final reports clean" \
    io_buffers 35 \
    h-tree-depth 3 \
    routedWlPerCell_um 19.62 \
    drive_above_1_share 0.2090 \
    clk_pin_slew_ns 0.05 \
    gr-total-overflow 0 \
    grt_pass1_wl_um 12040 \
    hold_end "registers[5][3]" \
    holdCritStartpoint "wr_data[3]" \
    area_growth_pct 25.91 \
    hold_viol_final 0 \
    most-common-layout-cells "nor3_1, edfxtp_1, clkdlybuf4s50_1, mux4_1, mux2_2" \
    ys_chip_area_um2 3545 \
    setup_tns_ns 0 \
    ir_drop_mv 0.2675 \
    drv_slew 0 \
    cts.path.max_buffers 2 \
    critPathRequiredTime_ns 2.72 \
    drtIter0Drc 86 \
]
per-stage QoR:
step	total power, mW	hold slack [ns]	std cells	setup WS, ns
floorplan	1.107	1.009	222	1.028
global placement	1.244	1.474	391	0.02353
detailed placement	1.247	1.482	391	0.02619
CTS	2.205	1.142	407	0.01735
global route	2.269	1.177	411	0.2751
finish	2.198	1.143	411	0.3332
synthesized netlist by cell type:
master / n / area [um^2]
nor3_1: 64 / 320.3
buf_1: 4 / 15.01
nand2b_1: 2 / 12.51
clkbuf_1: 10 / 37.54
mux2_2: 16 / 180.2
buf_2: 3 / 15.01
edfxtp_1: 64 / 1922
buf_6: 5 / 56.30
or2_2: 1 / 6.260
nand3b_1: 1 / 7.510
or3b_2: 1 / 8.760
mux4_2: 3 / 67.56
mux4_1: 29 / 762.0
nand2_1: 1 / 3.750
buf_12: 2 / 40.04
clkinv_1: 8 / 30.03
o21bai_1: 8 / 60.06
where the power goes:
| part | total (mW) | internal (mW) | switching [mW] |
|---|---|---|---|
| sequential | 0.940 | 0.919 | 0.0209 |
| clock | 0.961 | 0.641 | 0.320 |
| combinational | 0.297 | 0.176 | 0.122 |
| total | 2.20 | 1.74 | 0.462 |
kinds of logic (layout without fill, tap and decap cells):
kind of cell	count (synthesis)	count (layout)	share of synthesized area
AND/OR/NAND/NOR	70	70	0.1013
flip-flops	64	64	0.5422
multiplexers	48	48	0.2849
buffers and inverters	32	78	0.05471
AND-OR/OR-AND	8	8	0.01694
what timing repair did:
action | 4_1_cts | 5_1_grt
resized | 0 | 2
setup buffers | 0 | 2
hold buffers | 0 | 0
endpoints found under the setup margin | 0 | 3
worst max-delay path, cell delays in order:
cell             delay (ns)
clkdlybuf4s50_1        0.51
buf_12                 0.16
mux4_1                 0.30
mux2_2                 0.31
clkdlybuf4s50_1        0.43
area by class of cell:
cell class              count  area, um^2  share of cell area
repair buffers             54       583.1              0.1306
clock inverters             7       95.09             0.02131
clock buffers               9       225.2             0.05046
multi-input cells         126        1429              0.3202
well taps                 143       178.9             0.04009
inverters                   8       30.03            0.006728
flip-flops and latches     64        1922              0.4306
metal layers:
metal	share of wire	GRT usage	vias to the layer above
met5	0	0	-
met2	0.49	0.2116	100
li1	-	-	1014
met4	0.0072	0.01956	0
met1	0.40	0.1860	1023
met3	0.10	0.07023	6
worst max-delay path by stage:
stage,startpoint,endpoint,slack (ns),cells past startpoint
4_1_cts,rd_addr2[0],rd_data2[7],0.02,5
5_1_grt,rd_addr1[2],rd_data1[7],0.28,5
6_report,rd_addr1[2],rd_data1[7],0.33,5
Power figures rest on the tool's default switching activity, not on a simulated workload.
